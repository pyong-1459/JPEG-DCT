==> design/flow/run.sh <==
#!/bin/bash
# OpenROAD 26Q1-2900-gdf79404cd8, Yosys 0.63+post, stock flow scripts
make -C /OpenROAD-flow-scripts/flow DESIGN_CONFIG=/design/flow/config.mk WORK_HOME=/design/flow/orfs finish
==> design/flow/config.mk <==
export PLATFORM = sky130hd
export DESIGN_NAME = dct_top
export DESIGN_NICKNAME = dct_top
export VERILOG_FILES = /design/flow/design.v
export SDC_FILE = /design/flow/constraint.sdc
export NUM_CORES = 4
export LEC_CHECK = 1
export CORE_UTILIZATION = 50
==> design/flow/constraint.sdc <==
current_design dct_top

set clk_period 34.3
set clk_io_pct 0.2

create_clock -name clk0 -period $clk_period [get_ports {clk}]

set non_clock_inputs [all_inputs -no_clocks]
set_input_delay [expr $clk_period * $clk_io_pct] -clock clk0 $non_clock_inputs
set_output_delay [expr $clk_period * $clk_io_pct] -clock clk0 [all_outputs]
==> design/flow/design.v <==
module dct_1d
#(  parameter BWo = 10,
    parameter BWi = 8)
(
    output [BWo-1:0] dct_out,
    output tp_mem_enb,
    input  [BWi-1:0] dct_in,  
    input  clk, rst, enb
);
reg signed [BWi-1:0] data_8bx8 [0:7];
reg signed [BWo-1:0] data_outs [0:7];
reg [2:0] cnt_data, cnt_data_out;
reg tp_enb, tp_enb_delayed;
wire signed [8:0] v0, v1, v2, v3, v4, v5, v6, v7;
wire signed [9:0] v8, v9, v10, v11, v12, vv13, v14;
wire signed [10:0] v15, v16, vv17, vv18;
wire signed [11:0] v13;
wire signed [11:0] v17, v18, v19, v20, v21, v22, v23, v24;
wire signed [11:0] v25, v26, v27, v28;
wire signed [11:0] out1, out2, out3, out4, out5, out6, out7;
assign v0 = (|cnt_data) ?  9'b0 : ({data_8bx8[0][BWi-1], data_8bx8[0]} + {data_8bx8[7][BWi-1], data_8bx8[7]});  
assign v1 = (|cnt_data) ?  9'b0 : ({data_8bx8[1][BWi-1], data_8bx8[1]} + {data_8bx8[6][BWi-1], data_8bx8[6]});  
assign v2 = (|cnt_data) ?  9'b0 : ({data_8bx8[2][BWi-1], data_8bx8[2]} + {data_8bx8[5][BWi-1], data_8bx8[5]});  
assign v3 = (|cnt_data) ?  9'b0 : ({data_8bx8[3][BWi-1], data_8bx8[3]} + {data_8bx8[4][BWi-1], data_8bx8[4]});  
assign v4 = (|cnt_data) ?  9'b0 : ({data_8bx8[3][BWi-1], data_8bx8[3]} - {data_8bx8[4][BWi-1], data_8bx8[4]});  
assign v5 = (|cnt_data) ?  9'b0 : ({data_8bx8[2][BWi-1], data_8bx8[2]} - {data_8bx8[5][BWi-1], data_8bx8[5]});  
assign v6 = (|cnt_data) ?  9'b0 : ({data_8bx8[1][BWi-1], data_8bx8[1]} - {data_8bx8[6][BWi-1], data_8bx8[6]});  
assign v7 = (|cnt_data) ?  9'b0 : ({data_8bx8[0][BWi-1], data_8bx8[0]} - {data_8bx8[7][BWi-1], data_8bx8[7]});  
assign v8 = v0 + v3;
assign v9 = v1 + v2;
assign v10 = v1 - v2;
assign v11 = v0 - v3;
assign v12 = -v4 - v5;
assign vv13 = v5 + v6;
assign v13 = ((vv13 <<< 1) + vv13) >>> 2;
assign v14 = v6 + v7;
assign v15 = v8 + v9;
assign v16 = v8 - v9;
assign vv17 = v10 + v11;
assign vv18 = v12 + v14;
assign v17 = ((vv17 <<< 1) + vv17) >>> 2;
assign v18 = ((vv18 <<< 1) + vv18) >>> 3;
assign v19 = ((-v12) >>> 1) - v18;
assign v20 = (((v14 <<< 2) + v14) - (v18 <<< 2)) >>> 2;
assign v21 = v17 + v11;
assign v22 = v11 - v17;
assign v23 = v13 + v7; 
assign v24 = v7 - v13; 
assign v25 = v19 + v24;
assign v26 = v23 + v20;
assign v27 = v23 - v20;
assign v28 = v24 - v19;
assign out1 = v26 >>> 1;
assign out2 = v21 >>> 1;
assign out3 = ((v28 <<< 2) + v28) >>> 3;
assign out4 = ((v16 <<< 1) + v16) >>> 2;
assign out5 = ((v25 <<< 3) - v25) >>> 3;
assign out6 = (v22 + (v22 <<< 2)) >>> 2;
assign out7 = ((v27 <<< 2) + v27) >>> 1;
assign dct_out = data_outs[cnt_data_out];
assign tp_mem_enb = tp_enb_delayed;
always @ (posedge clk) begin
    if (rst) begin
        data_8bx8[0] <= 8'b0;
        data_8bx8[1] <= 8'b0;
        data_8bx8[2] <= 8'b0;
        data_8bx8[3] <= 8'b0;
        data_8bx8[4] <= 8'b0;
        data_8bx8[5] <= 8'b0;
        data_8bx8[6] <= 8'b0;
        data_8bx8[7] <= 8'b0;
        data_outs[0] <= 8'b0;
        data_outs[1] <= 8'b0;
        data_outs[2] <= 8'b0;
        data_outs[3] <= 8'b0;
        data_outs[4] <= 8'b0;
        data_outs[5] <= 8'b0;
        data_outs[6] <= 8'b0;
        data_outs[7] <= 8'b0;
        cnt_data <= 3'b0;
        cnt_data_out <= 3'b0;
        tp_enb <= 1'b0;
        tp_enb_delayed <= 1'b0;
    end
    else if (enb) begin
        if (cnt_data == 3'd7) begin
            cnt_data <= 3'b0;
            tp_enb <= 1'b1;
        end
        else if (cnt_data == 3'b0) begin
            data_outs[0] <=  v15[10 -: BWo];
            data_outs[1] <= {out1[11], out1[0 +: BWo - 1]};
            data_outs[2] <= {out2[11], out2[0 +: BWo - 1]};
            data_outs[3] <= {out3[11], out3[0 +: BWo - 1]};
            data_outs[4] <= {out4[11], out4[0 +: BWo - 1]};
            data_outs[5] <= {out5[11], out5[0 +: BWo - 1]};
            data_outs[6] <= {out6[11], out6[0 +: BWo - 1]};
            data_outs[7] <= {out7[11], out7[0 +: BWo - 1]};
            cnt_data <= cnt_data + 3'b1;
        end
        else begin
            cnt_data <= cnt_data + 3'b1;
        end
        cnt_data_out <= cnt_data;
        tp_enb_delayed <= tp_enb;
        data_8bx8[cnt_data] <= dct_in;
    end
end
endmodule
module dct_2d
#(  parameter BWo = 12,
    parameter BWi = 10)
(
    output [BWo-1:0] dct_out,
    output tp_mem_enb,
    input  [BWi-1:0] dct_in,  
    input  clk, rst, enb
);
reg signed [BWi-1:0] data_10bx8 [0:7];
reg signed [BWo-1:0] data_outs [0:7];
reg [2:0] cnt_data, cnt_data_out;
reg tp_enb, tp_enb_delayed;
wire signed [BWi:0] v0, v1, v2, v3, v4, v5, v6, v7;
wire signed [BWi+1:0] v8, v9, v10, v11, v12, vv13, v14;
wire signed [BWi+2:0] v15, v16, vv17, vv18;
wire signed [BWi+3:0] v13;
wire signed [BWi+3:0] v17, v18, v19, v20, v21, v22, v23, v24;
wire signed [BWi+3:0] v25, v26, v27, v28;
wire signed [BWi+3:0] out1, out2, out3, out4, out5, out6, out7;
assign v0 = (|cnt_data) ?  10'b0 : ({data_10bx8[0][BWi-1], data_10bx8[0]} + {data_10bx8[7][BWi-1], data_10bx8[7]});  
assign v1 = (|cnt_data) ?  10'b0 : ({data_10bx8[1][BWi-1], data_10bx8[1]} + {data_10bx8[6][BWi-1], data_10bx8[6]});  
assign v2 = (|cnt_data) ?  10'b0 : ({data_10bx8[2][BWi-1], data_10bx8[2]} + {data_10bx8[5][BWi-1], data_10bx8[5]});  
assign v3 = (|cnt_data) ?  10'b0 : ({data_10bx8[3][BWi-1], data_10bx8[3]} + {data_10bx8[4][BWi-1], data_10bx8[4]});  
assign v4 = (|cnt_data) ?  10'b0 : ({data_10bx8[3][BWi-1], data_10bx8[3]} - {data_10bx8[4][BWi-1], data_10bx8[4]});  
assign v5 = (|cnt_data) ?  10'b0 : ({data_10bx8[2][BWi-1], data_10bx8[2]} - {data_10bx8[5][BWi-1], data_10bx8[5]});  
assign v6 = (|cnt_data) ?  10'b0 : ({data_10bx8[1][BWi-1], data_10bx8[1]} - {data_10bx8[6][BWi-1], data_10bx8[6]});  
assign v7 = (|cnt_data) ?  10'b0 : ({data_10bx8[0][BWi-1], data_10bx8[0]} - {data_10bx8[7][BWi-1], data_10bx8[7]});  
assign v8 = v0 + v3;
assign v9 = v1 + v2;
assign v10 = v1 - v2;
assign v11 = v0 - v3;
assign v12 = -v4 - v5;
assign vv13 = v5 + v6;
assign v13 = ((vv13 <<< 1) + vv13) >>> 2;
assign v14 = v6 + v7;
assign v15 = v8 + v9;
assign v16 = v8 - v9;
assign vv17 = v10 + v11;
assign vv18 = v12 + v14;
assign v17 = ((vv17 <<< 1) + vv17) >>> 2;
assign v18 = ((vv18 <<< 1) + vv18) >>> 3;
assign v19 = ((-v12) >>> 1) - v18;
assign v20 = (((v14 <<< 2) + v14) - (v18 <<< 2)) >>> 2;
assign v21 = v17 + v11;
assign v22 = v11 - v17;
assign v23 = v13 + v7; 
assign v24 = v7 - v13; 
assign v25 = v19 + v24;
assign v26 = v23 + v20;
assign v27 = v23 - v20;
assign v28 = v24 - v19;
assign out1 = v26 >>> 1;
assign out2 = v21 >>> 1;
assign out3 = ((v28 <<< 2) + v28) >>> 3;
assign out4 = ((v16 <<< 1) + v16) >>> 2;
assign out5 = ((v25 <<< 3) - v25) >>> 3;
assign out6 = (v22 + (v22 <<< 2)) >>> 2;
assign out7 = ((v27 <<< 2) + v27) >>> 1;
assign dct_out = data_outs[cnt_data_out];
assign tp_mem_enb = tp_enb_delayed;
always @ (posedge clk) begin
    if (rst) begin
        data_10bx8[0] <= 10'b0;
        data_10bx8[1] <= 10'b0;
        data_10bx8[2] <= 10'b0;
        data_10bx8[3] <= 10'b0;
        data_10bx8[4] <= 10'b0;
        data_10bx8[5] <= 10'b0;
        data_10bx8[6] <= 10'b0;
        data_10bx8[7] <= 10'b0;
        data_outs[0] <= 12'b0;
        data_outs[1] <= 12'b0;
        data_outs[2] <= 12'b0;
        data_outs[3] <= 12'b0;
        data_outs[4] <= 12'b0;
        data_outs[5] <= 12'b0;
        data_outs[6] <= 12'b0;
        data_outs[7] <= 12'b0;
        cnt_data <= 3'b0;
        cnt_data_out <= 3'b0;
        tp_enb <= 1'b0;
        tp_enb_delayed <= 1'b0;
    end
    else if (enb) begin
        if (cnt_data == 3'd7) begin
            cnt_data <= 3'b0;
            tp_enb <= 1'b1;
        end
        else if (cnt_data == 3'b0) begin
            data_outs[0] <=  v15[BWi+2 -: BWo];
            data_outs[1] <= {out1[BWi+3], out1[0 +: BWo - 1]};
            data_outs[2] <= {out2[BWi+3], out2[0 +: BWo - 1]};
            data_outs[3] <= {out3[BWi+3], out3[0 +: BWo - 1]};
            data_outs[4] <= {out4[BWi+3], out4[0 +: BWo - 1]};
            data_outs[5] <= {out5[BWi+3], out5[0 +: BWo - 1]};
            data_outs[6] <= {out6[BWi+3], out6[0 +: BWo - 1]};
            data_outs[7] <= {out7[BWi+3], out7[0 +: BWo - 1]};
            cnt_data <= cnt_data + 3'b1;
        end
        else begin
            cnt_data <= cnt_data + 3'b1;
        end
        cnt_data_out <= cnt_data;
        tp_enb_delayed <= tp_enb;
        data_10bx8[cnt_data] <= dct_in;
    end
end
endmodule
module dct_top(
    output [11:0] dct_data_out,
    input  [7:0]  dct_data_in,
    input  clk, rst, enb
);
parameter BWo1d = 10;
parameter BWo2d = 12;
reg [7:0] dct_data_in_reg;
wire [BWo1d-1:0] dct_1d_out, tp_1d_out;
wire [BWo2d-1:0] dct_2d_out, tp_2d_out;
wire tp_1d_enb, tp_2d_enb;
wire dct_2d_enb, dct_fin_enb;
dct_1d DCT1D(dct_1d_out, tp_1d_enb, dct_data_in_reg, clk, rst, enb);
tp_mem #(.BW(10)) TP1D(tp_1d_out, dct_2d_enb, dct_1d_out, clk, rst, tp_1d_enb);
dct_2d DCT2D(dct_2d_out, tp_2d_enb, tp_1d_out, clk, rst, dct_2d_enb);
tp_mem #(.BW(12)) TP2D(tp_2d_out, dct_fin_enb, dct_2d_out, clk, rst, tp_2d_enb);
assign dct_data_out = tp_2d_out;
always @ (posedge clk) begin
    if (rst) begin
        dct_data_in_reg <= 8'b0;
    end
    else begin
        dct_data_in_reg <= dct_data_in;
    end
end
endmodule
module tp_mem
#(parameter BW = 8)
(
    output [BW-1:0] mem_out,
    output reg enb_out,
    input  [BW-1:0] mem_in,
    input  clk, rst, enb
);
reg [BW-1:0] data [0:7][0:7];
reg odd;
reg [2:0] cnt_row, cnt_col;
assign mem_out = odd ? data[cnt_row][cnt_col] : data[cnt_col][cnt_row];
always @ (posedge clk) begin
    if (rst) begin
        odd        <= 1'b0;
        cnt_row    <= 3'b0;
        cnt_col    <= 3'b0;
        enb_out    <= 1'b0;
    end
    else if (enb) begin
        if (cnt_col == 3'd7) begin
            cnt_col <= 3'b0;
            if (cnt_row == 3'd7) begin
                cnt_row <= 3'b0;
                enb_out <= 1'b1;
                odd <= ~odd;
            end
            else begin
                cnt_row <= cnt_row + 3'b1;
            end
        end
        else begin
            cnt_col <= cnt_col + 3'b1;
        end
    end
end
integer i, j;    
always @ (posedge clk) begin
    if (rst) begin
        for (i=0;i<8;i=i+1) begin
            for (j=0;j<8;j=j+1) begin
                data[j][i] <= 0;
            end
        end
    end
    else if (odd) begin
        data[cnt_row][cnt_col] <= mem_in;
    end
    else begin
        data[cnt_col][cnt_row] <= mem_in;
    end
end
endmodule
==> load_flow_metrics.sql <==
-- implementation run metrics
INSERT INTO impl_metrics (metric_group, metric, value, unit) VALUES
('synthesis', 'postSynthAreaPerCell', '9.904', 'µm²'),
('critical_path', 'crit_path_max_incr_delay', '0.81', 'ns'),
('cts', 'cts-root-to-sink-buffers', '3', ''),
('final_timing', 'timing.slew.headroom', '0.3084', ''),
('layout', 'layout.cells.most_common_list', 'nor2_1, edfxtp_1, nand2_1', ''),
('global_routing', 'globalRouteOverflowTotal', '0', ''),
('layout', 'final_layout_top_logic_cell', 'nor2_1', ''),
('critical_path', 'worst-setup-path-type', 'register to output pin', ''),
('global_routing', 'antenna_found_initial', '3', ''),
('placed_design', 'hpwlAfterDp', '199300', 'µm'),
('drt', 'detailedRoute.firstIterationViolations', '4765', ''),
('final_timing', 'fin_hold_ws', '0.4487', 'ns'),
('synthesis', 'synth_flop_count', '1763', ''),
('drt', 'total_number_of_vias', '77080', ''),
('placed_design', 'gp_congestion', '0.9351', ''),
('final_timing', 'rsz0062_at_grt', 'no', ''),
('run', 'maximum_capacitance_violations', '0', ''),
('cts', 'clkTransAtPathRegs', '0.06', 'ns'),
('layout', 'largest_reg_flops', '768', ''),
('run', 'warning_count', '244', ''),
('layout', 'fin_util', '0.5441', ''),
('synthesis', 'synth.yosys.num_cells', '10920', ''),
('synthesis', 'synth.yosys.warnings', '7', ''),
('critical_path', 'path_delay_family', 'buffers and inverters', ''),
('layout', 'layout-area-overhead-vs-synth', '8.129', '%'),
('cts', 'root_buffer', 'clkbuf_16', ''),
('drt', 'firstDrtPassIters', '8', ''),
('cts', 'cts_resized', '0', ''),
('synthesis', 'enable_flop_cells', '1552', ''),
('layout', 'max_flop_register', 'TP2D.data', ''),
('critical_path', 'path_buffers', '4', ''),
('run_status', 'outcome', 'completed', ''),
('drt', 'drt-vias-per-instance', '5.662', ''),
('layout', 'top_regs', 'TP2D.data x768, TP1D.data x640, DCT2D.data_outs x94', ''),
('final_timing', 'period_used_share', '0.3920', ''),
('drt', 'antenna_violating_nets_post_route', '0', ''),
('cts', 'tritoncts', 'yes', ''),
('cts', 'clock_sink_count', '1763', ''),
('final_timing', 'clock_skew', '0.06794', 'ns'),
('floorplan', 'die_h', '467.0', 'µm'),
('critical_path', 'timing.critical_path.fanout_max', '81', ''),
('floorplan', 'top_level_ports', '23', ''),
('critical_path', 'critPathLaunchType', 'register', ''),
('drt', 'routed_length_per_placed_instance', '21.26', 'µm'),
('synthesis', 'synth_chip_area', '108100', 'µm²'),
('synthesis', 'postSynth.topFlopCell', 'edfxtp_1', ''),
('layout', 'seq_area', '50830', 'µm²'),
('layout', 'post_route_cells_drive_above_1_share', '0.07073', ''),
('final_timing', 'worstMarginPinSlew', '1.011', 'ns'),
('placed_design', 'place.port_buffers', '22', ''),
('synthesis', 'syn_area', '108100', 'µm²'),
('final_timing', 'setup_viol', '0', ''),
('layout', 'final_design_area_no_fill', '116900', 'µm²'),
('floorplan', 'die_width', '467.0', 'µm'),
('floorplan', 'std_cell_rows', '170', ''),
('floorplan', 'floorplan.die_area', '218100', 'µm²'),
('synthesis', 'post_synth_and_or_nand_nor_area_fraction', '0.1714', ''),
('cts', 'post_cts_buffers', '0', ''),
('cts', 'post_cts_hold_buffer_count', '0', ''),
('drt', 'drcViolationCount', '0', ''),
('final_timing', 'setup-tns-final', '0', 'ns'),
('critical_path', 'critPathSlowestCell', 'dfxtp_1', ''),
('synthesis', 'ys_seq_share', '0.4702', ''),
('global_routing', 'grt_first_pass_wirelength', '447700', 'µm');
[layout make-up]
cell class	count	area share
sequential	1763	0.4348
multi-input combinational	7784	0.4475
tap	2838	0.03038
clock inverter	118	0.009130
timing repair buffer	166	0.01182
antenna	2	0.00004281
inverter	702	0.02261
clock buffer	240	0.04368
[path summary, 6_finish.rpt]
kind                                                            from                             endpoint  slack (ns)  cells after the start
worst min register to register    DCT1D.data_outs[4][4]$_SDFFE_PP0P_   DCT1D.data_outs[4][4]$_SDFFE_PP0P_        0.45                      2
worst max-delay path                           TP2D.odd$_SDFFE_PP0P_                      dct_data_out[3]       20.86                     11
worst min-delay path              DCT1D.data_outs[4][4]$_SDFFE_PP0P_   DCT1D.data_outs[4][4]$_SDFFE_PP0P_        0.45                      2
worst max register to register  DCT2D.data_10bx8[5][1]$_SDFFCE_PN0P_  DCT2D.data_outs[7][11]$_SDFFE_PP0P_       23.30                     44
[cells in the mapped netlist (all sizes together) (16+ instances only)]
master | count | area share
nor2 | 1927 | 0.067
edfxtp | 1552 | 0.43
nand2 | 1376 | 0.048
ha | 770 | 0.089
inv | 702 | 0.024
a21oi | 617 | 0.029
clkbuf | 488 | 0.017
xnor2 | 378 | 0.031
o21ai | 258 | 0.012
nand3 | 220 | 0.010
dfxtp | 211 | 0.039
mux4 | 198 | 0.041
buf | 178 | 0.0087
o21bai | 161 | 0.011
a311oi | 150 | 0.012
and2 | 145 | 0.0084
nor3 | 142 | 0.0069
xor2 | 136 | 0.011
a211oi | 125 | 0.0087
and3 | 111 | 0.0064
nand2b | 110 | 0.0064
fa | 106 | 0.020
a21o | 101 | 0.0070
a31oi | 101 | 0.0058
nor2b | 93 | 0.0055
o21a | 55 | 0.0038
mux2i | 54 | 0.0051
a21boi | 51 | 0.0035
or3 | 49 | 0.0028
nor3b | 35 | 0.0025
o211ai | 23 | 0.0016
nand3b | 22 | 0.0015
or2 | 20 | 0.0012
o31ai | 19 | 0.0013
o41ai | 18 | 0.0022
nor4b | 17 | 0.0016
o22ai | 17 | 0.00098
mux2 | 16 | 0.0017
nor4 | 16 | 0.0012
[worst min-delay path, delay by kind of cell, from the launching register on]
family	cells	cell delay, ns
DFF	1	0.30
AOI/OAI and AO/OA	1	0.05
and+or+nand+nor	1	0.05
[per-layer routing]
| metal | routed length, µm | part of all wire | up-vias | track usage |
|---|---|---|---|---|
| li1 | - | - | 37360 | - |
| met1 | 116100 | 0.40 | 36480 | 0.4079 |
| met2 | 135800 | 0.47 | 2800 | 0.4393 |
| met3 | 29430 | 0.10 | 435 | 0.1202 |
| met4 | 7992 | 0.028 | 2 | 0.06526 |
| met5 | 48 | 0.00017 | - | 0.003513 |
[per-stage QoR]
step	setup WS [ns]	std cells
2_1_floorplan	25.08	10920
3_3_place_gp	21.70	13250
3_5_place_dp	21.65	13250
4_1_cts	20.73	13610
5_1_grt	20.40	13610
6_report	20.86	13610
[cells by family after synthesis]
logic type               after synthesis
AND-OR/OR-AND                       1810
XOR/XNOR                             518
adder cells (fa/ha/maj)              876
buffers and inverters               1369
flip-flops                          1763
multiplexers                         268
AND/OR/NAND/NOR                     4312
